==> /design/flow/design.v <==
`timescale 1ns / 1ps
module lab_2_2fib(
     input clk, 
     input rst, 
     output [19:0] fn 
    );
    reg [7:0] temp;
    reg [7:0] f1 = 8'b00000001;
    reg [7:0] f2 =8'b00000001;
    integer i;
    always@(posedge clk) begin
        if(rst == 1'b1) temp = 8'b00000001;
        else begin
            for ( i=3; i<=13; i=i+1) begin
                temp = f1+f2;
                f1 = f2;
                f2= temp;
            end
        end
    end
    assign fn = temp;
endmodule
==> /design/flow/run.sh <==
#!/bin/bash
# OpenROAD 26Q1-2900-gdf79404cd8, Yosys 0.63+post, stock flow scripts
make -C /OpenROAD-flow-scripts/flow DESIGN_CONFIG=/design/flow/config.mk WORK_HOME=/design/flow/orfs finish
==> /design/flow/config.mk <==
export PLATFORM = sky130hd
export DESIGN_NAME = lab_2_2fib
export DESIGN_NICKNAME = lab_2_2fib
export VERILOG_FILES = /design/flow/design.v
export SDC_FILE = /design/flow/constraint.sdc
export NUM_CORES = 4
export LEC_CHECK = 1
export CORE_UTILIZATION = 30
==> /design/flow/constraint.sdc <==
current_design lab_2_2fib

set clk_period 7.3
set clk_io_pct 0.2

create_clock -name clk0 -period $clk_period [get_ports {clk}]

set non_clock_inputs [all_inputs -no_clocks]
set_input_delay [expr $clk_period * $clk_io_pct] -clock clk0 $non_clock_inputs
set_output_delay [expr $clk_period * $clk_io_pct] -clock clk0 [all_outputs]
==> deck_impl_summary.md <==
Run Summary

Synth
  • Post-synth top area cell: ha_1
  • Top area cell types: ha_1 (21%), edfxtp_1 (12%), xnor2_1 (9.9%)
  • Yosys warns: 1
  • YS chip area: between 3000 and 4000 um2
  • Post-synth EDFFs: 16
  • Mapped Avg Cell Area: 9.388 um2
  • Syn Inst Count: 423
  • Flops after synth: 24
  • Top cell type's share of synthesized area: 21.42%
  • Ys cells: 423
  • Synth Cell Area: approximately 4000 um2
  • Synth Flop Type: edfxtp_1
  • Post-synthesis async set-or-reset flop share: 0%
  • Sequential cell area fraction in the yosys report: 16.13%
  • Netlist cell types: 61

Clocking
  • Clk sinks: 24
  • H-Tree Level Count: 1
  • Clock Path Buffers: 2
  • TritonCTS Buffers: 3
  • Reg clk slew, reported paths: 0.06 ns
  • Clk root buf: clkbuf_16
  • Clock latency (worst-skew pair): between 0.2 and 0.3 ns
  • CTS tree: done
  • Number of hold buffers added after CTS: 0

Critical path
  • Critical path's slowest cell: fa_2
  • CP Capture Type: flip-flop
  • Worst-path maximum fanout: 4
  • Reg2Reg Setup Slack: -1.84 ns
  • R2R Path End: f2[7]$_DFFE_PN_
  • CP max stage delay: 0.58 ns
  • CP most frequent cell: ha_4
  • CP Launch Type: flip-flop
  • CP Data Arrival Time: 9.16 ns
  • Cell family with most CP delay: adder cells
  • Crit path buffers/inverters: 5
  • Worst r2r src: f2[0]$_DFFE_PN_
  • FF-to-FF path depth: 37
  • CP Class: flip-flop to flip-flop
  • CP Data Required Time: between 7 and 8 ns

Floorplan
  • Cell Rows: roughly 41
  • Pre-Place Util: 31.09%
  • I/O Pins: 22
  • Core footprint: about 13000 um2
  • Die Span Y: about 120 um
  • Die W: 117.1 um
  • Die ar.: 13700 um2

Route
  • Routed WL: 10.60 mm
  • Drt initial violations: 109
  • # diodes: 0
  • TritonRoute pass-1 iters: 4
  • Vias per inst: 4.609
  • DRC viols: 0
  • Routed len/inst: 12.95 um
  • Post-DRT Antenna Nets: 0
  • DR vias: about 3.8k

Finish
  • Fillcell total: 973
  • Sequential cell area: between 600 and 700 um2
  • Final core utilization: 55.69%
  • Gate Area: 4333 um2
  • P&R area growth vs syn: 79.11%
  • Fraction of layout cells with a size suffix above 1: 56.26%

Worst hold path
  • Hold Crit Depth: 3
  • Hold endpoint: f2[0]$_DFFE_PN_
  • Hold Startpoint: f2[0]$_DFFE_PN_
  • Worst hold-check path type: flip-flop to flip-flop

Global route
  • Grt total ovfl: 0
  • First-pass GRT wire length: about 17 mm
  • GRT Util Overall: between 10% and 20%
  • Largest net degree at the start of global routing: 22
  • Initial antenna violation count: 0
  • Vias in the first global route: around 3.8k

Final timing
  • Clk_skew: 0.003302 ns
  • Slew Viols, Final: 0
  • Unrepaired setup endpoints after global routing: yes
  • Setup WS post-layout: -1.842 ns
  • Slew at the pin closest to its max-slew limit: between 0.8 and 0.9 ns
  • Max-Slew Margin vs Limit: between 40% and 50%
  • Hold Worst Slack: 0.8864 ns
  • Tmin final: 9.142 ns
  • Fmax: ~0.11 GHz
  • Final hold violation count: 0
  • Post-route clock period utilization: 125.2%
  • Final setup fails: 10

Placement
  • Post-DP HPWL: between 8 and 9 mm
  • RD Place Congestion: ~0.84
  • Port Buffers: 9

Flow run
  • Tool warning count: 30
  • Max cap viols: 0

Run status
  • Failing checks: setup timing
  • Status: finished with violations
## flip-flops by register name, indices dropped and copies added, names as in the netlist
register	count
f1	8
f2	8
temp	8
## worst min-delay path, stage by stage, from the launching register on
cell and delay, ns:
edfxtp_1 0.39, buf_4 0.12, buf_4 0.12, xnor2_1 0.13
## logic make-up (layout without fill, tap and decap cells)
family                   count (synthesis)  after routing  share of synthesized area [%]
AND-OR/OR-AND                          114            114                          19.09
XOR/XNOR                                79             79                          21.11
adder cells (fa/ha/maj)                 78             78                          26.47
buffers and inverters                   49            262                          5.955
flip-flops                              24             24                          16.13
multiplexers                             6              6                          1.607
other                                    1             12                        0.09443
AND/OR/NAND/NOR                         72             72                          9.547
## cells in the final DEF (no fill, tap or decap), types with 3 or more instances in the layout
| master | n |
|---|---|
| and3_1 | 3 |
| xnor2_4 | 11 |
| and2_1 | 6 |
| buf_4 | 208 |
| xor2_1 | 10 |
| nor2_1 | 17 |
| xnor2_2 | 21 |
| xor2_2 | 6 |
| conb_1 | 12 |
| nand3_1 | 3 |
| nand2_2 | 3 |
| a21oi_1 | 23 |
| nand2_1 | 9 |
| fa_2 | 4 |
| buf_6 | 5 |
| clkdlybuf4s50_1 | 9 |
| ha_4 | 30 |
| edfxtp_1 | 16 |
| o211ai_1 | 3 |
| a31oi_1 | 3 |
| dfxtp_1 | 8 |
| xor2_4 | 6 |
| xnor2_1 | 21 |
| o21ai_0 | 6 |
| o31a_1 | 3 |
| ha_1 | 37 |
| fa_1 | 6 |
| nor3_1 | 5 |
| clkbuf_16 | 3 |
| nor2b_1 | 3 |
| o21bai_1 | 13 |
| a21o_1 | 14 |
| inv_1 | 30 |
| a21oi_2 | 13 |
| inv_2 | 5 |
| a21oi_4 | 8 |
## how the worst max path moves through the flow
stage | startpoint | end | slack [ns] | depth (start not counted)
after CTS | f2[0]$_DFFE_PN_ | f2[7]$_DFFE_PN_ | -1.75 | 37
after global routing | f2[0]$_DFFE_PN_ | f2[7]$_DFFE_PN_ | -2.22 | 43
final | f2[0]$_DFFE_PN_ | f2[7]$_DFFE_PN_ | -1.84 | 37
## metal layers
metal | global-route usage, % | routed length (um) | vias up
li1 | - | - | 1952
met1 | 24.43 | 5169 | 1766
met2 | 26.75 | 4978 | 52
met3 | 1.888 | 366 | 5
met4 | 1.181 | 89 | 0
met5 | 0 | 0 | -
## through the flow
step	worst slack, ns	area, um2	TNS, ns	instances
global route	-2.220	7113	-11.93	819
detailed placement	-2.172	5988	-13.35	776
floorplan	-2.085	4478	-11.81	434
CTS	-1.747	6645	-8.438	806
finish	-1.842	7113	-8.452	819
global placement	-2.094	5988	-12.29	776
## cell usage after synthesis (all sizes together), types with 2 or more instances
master  count
xor2       22
inv        36
xnor2      53
mux2i       3
a211oi      4
dfxtp       8
o21ai      11
a221o       2
o211ai      3
o21a        2
nor4        2
nand3       4
a21oi      44
o31a        3
and4b       2
a221oi      4
and3        3
a31oi       4
o21bai     15
nor3        8
fa         10
xnor3       3
edfxtp     16
nor2b       3
mux2        3
ha         68
o31ai       2
a21boi      2
a21o       14
buf        13
nand2      12
nor2       21
and2        7
or2         3
## timing repair
action / CTS / global route
buffers inserted: 26 / 15
hold endpoints to repair: 0 / 0
resized: 54 / 48
pin swaps: 49 / 30
endpoints found under the setup margin: 14 / 15
## final cells by class
cell class | count | share of cell area, %
Multi-Input combinational cell | 361 | 60.91
Timing Repair Buffer | 222 | 24.01
Sequential cell | 24 | 9.006
Tap cell | 172 | 3.026
Inverter | 36 | 1.935
Clock buffer | 3 | 1.055
Clock inverter | 1 | 0.05277
