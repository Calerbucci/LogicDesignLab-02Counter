==> design.v <==
`timescale 1ns / 1ps
module lab2_1test(
       input clk, 
       input rst,
       input en, 
       input dir,
       input load,
       input [5:0] data, 
       output [3:0] out
    );
reg [3:0] temp =0;
    always@(negedge clk) begin
       if(rst == 1'b1) begin
      temp = 4'b0000;
      end
     else begin
       if(en == 1'b0) begin
      temp = temp;
      end 
       else if(en == 1'b1) begin
            if(load == 1'b0) begin 
              case(dir) 
                     1'b1: begin
                       if(temp < 4'b1100) 
                           temp = temp + 1;
                       else if(temp == 4'b1111)
                           temp = 4'b1111;
                       else if(temp == 4'b1100) 
                           temp = 4'b1100;   
                     end
                     1'b0: begin
                       if(temp > 4'b0000) 
                           temp = temp - 1;
                        else if(temp == 4'b1111)
                           temp = 4'b1111;
                       else if(temp == 4'b0000) 
                           temp = 4'b0000;   
                     end
              endcase
            end
            else if(load == 1'b1) begin
                   if(data > 4'b1100)
                          temp = 4'b1111;
                   else
                          temp = data;
           end
        end      
      end
    end
   assign out = temp;
endmodule
==> run.sh <==
#!/bin/bash
# OpenROAD 26Q1-2900-gdf79404cd8, Yosys 0.63+post, stock flow scripts
make -C /OpenROAD-flow-scripts/flow DESIGN_CONFIG=/design/flow/config.mk WORK_HOME=/design/flow/orfs finish
==> config.mk <==
export PLATFORM = sky130hd
export DESIGN_NAME = lab2_1test
export DESIGN_NICKNAME = lab2_1test
export VERILOG_FILES = /design/flow/design.v
export SDC_FILE = /design/flow/constraint.sdc
export NUM_CORES = 4
export LEC_CHECK = 1
export CORE_AREA = 10 10 70 70
export DIE_AREA = 0 0 80 80
==> constraint.sdc <==
current_design lab2_1test

set clk_period 1.7
set clk_io_pct 0.2

create_clock -name clk0 -period $clk_period [get_ports {clk}]

set non_clock_inputs [all_inputs -no_clocks]
set_input_delay [expr $clk_period * $clk_io_pct] -clock clk0 $non_clock_inputs
set_output_delay [expr $clk_period * $clk_io_pct] -clock clk0 [all_outputs]
==> job_summary.md <==
## Synthesis and layout report

| Metric | Value |
|---|---|
| Outcome | `finished, violations left` |
| Failing checks | `setup timing` |
| DR pass1 iterations | `4` |
| N_diodes | `0` |
| Leakage | `0.301 nW` |
| DRT iter0 DRCs | `20` |
| Root buf cell | `clkbuf_4` |
| Synthesized instance count | `51` |
| Top cells, area | `dfxtp_1 (20%), ha_1 (6.1%), inv_1 (5.5%)` |
| Total chip power | `0.433 mW` |
| Reg-to-reg critical path startpoint | `temp[0]$_SDFFE_NP0P_` |
| Area share, top type | `19.5%` |
| CTS tree | `done` |
| Final Util | `21.3%` |
| CP Capture Type | `flop` |
| Worst Reg2Reg Path Length in Cells | `7` |
| Dpl cells | `118` |
| Routed WL | `1470 µm` |
| Depth of the CTS H-tree | `1` |
| Finish-stage setup viols | `8` |
| Max incr delay on CP | `480 ps` |
| I/O pin total | `15` |
| Via count | `498` |
| Post-synth EDFFs | `0` |
| Most frequent cell after synthesis | `inv_1` |
| CTS max path bufs | `2` |
| Filler Cells Inserted | `379` |
| Crit start category | `primary input` |
| Hold-fix buffers at CTS | `0` |
| Drc violations | `0` |
| Crit-path slowest cell | `or4b_4` |
| Setup CP Type | `primary input to flop` |
| Cell taking the most area after synthesis | `dfxtp_1` |
| Critical path launch point | `load` |
| Worst r2r dst | `temp[3]$_SDFFE_NP0P_` |
| Global-route wire length before repair | `2410 µm` |
| Synth Seq Share | `19.5%` |
| Slew HR | `79.4%` |
| Total die size | `6400 µm²` |
| Worst endpoint required time | `1030 ps` |
| Max-cap violation count | `0` |
| RSZ-0062 raised after global routing | `true` |
| Layout cells sized above 1 | `42.5%` |
| Inserted Clock Buffers | `3` |
| Fp_density | `12.0%` |
| Die Y | `80 µm` |
| Worst vdd ir | `228 µV` |
| CP cell instances | `buf_6 -> or4b_4 -> o21ai_4 -> a2111oi_4 -> a31o_1` |
| Least-Margin Pin Slew | `305 ps` |
| Post-Syn Area | `410 µm²` |
| Cell row count | `21` |
| Yosys Chip Area | `410 µm²` |
| HPWL Detailed | `1110 µm` |
| PD cells | `596 nW/µm²` |
| Buffers added on ports | `14` |
| Vias in the first global route | `502` |
| Critical Path AT | `1400 ps` |
| Top cells by count | `inv_1 (6), nand2_1 (5), dfxtp_1 (4)` |
| Synth unique cells | `29` |
| Area grow syn2layout | `77.1%` |
| Crit path to | `temp[3]$_SDFFE_NP0P_` |
| Final Hold Violation Tally | `0` |
| Setup ws final | `-369 ps` |
| Antenna-violating nets left | `0` |
| R2r setup slk | `-150 ps` |
| Hold crit path type | `flop to flop` |
| Vias per cell | `3.95` |
| Final std cells w/o fill | `126` |
| Post-synth ARST share | `0%` |
| All-Layer GR Usage | `4.65%` |
| Drt wl/cell | `11.7 µm` |
| Worst-path fanout max | `6` |
| Worst hold start | `temp[1]$_SDFFE_NP0P_` |
| Core ar. | `3420 µm²` |
| Tool Warnings | `33` |
| Number of cells in Yosys stat | `51` |
| Synth Warn # | `1` |
| Synth Flop Type | `dfxtp_1` |
| RD Place Congestion | `0.924` |
| Flops after synth | `4` |
| Mean Syn Cell Area | `8.05 µm²` |
| Largest net degree at the start of global routing | `10` |
| Antenna violations before repair | `0` |
| Clk latency of the worst-skew pair | `300 ps` |
| Post-Route Skew | `9.39 ps` |
| Clock-pin slew on the worst setup and hold paths | `30 ps` |
| Gr ovfl total | `0` |
| Max reg flops | `4` |
| # clock sinks | `4` |
| Die X | `80 µm` |
| Final max-slew violation count | `0` |
-- worst max-delay path, delay by kind of cell --
family                 cells  cell delay, ps
buffers and inverters      1              90
AND/OR/NAND/NOR            1             480
AND-OR/OR-AND              3             480
-- area by class of cell --
class	count	area (µm²)	area share, %
Timing Repair Buffer	26	210	28.9
Inverter	5	18.8	2.58
Multi-Input combinational cell	38	319	43.9
Sequential cell	4	83.8	11.5
Clock buffer	3	22.5	3.10
Tap cell	46	57.6	7.92
Clock inverter	4	15.0	2.07
-- timing repair --
item | in CTS | in global routing
buffers inserted | 2 | 0
resized | 34 | 2
endpoints found under the setup margin | 8 | 8
pin swaps | 8 | 5
-- layer usage --
metal	vias to the layer above	GRT usage [%]	part of all wire [%]
met2	16	5.78	38
met3	2	2.16	6.3
met5	-	0	0
li1	254	-	-
met1	226	6.98	55
met4	0	0.880	0.47
-- how the worst min path moves through the flow --
stage                                   to  cells past startpoint
after CTS             temp[1]$_SDFFE_NP0P_                      3
after global routing  temp[3]$_SDFFE_NP0P_                      2
final                 temp[1]$_SDFFE_NP0P_                      3
-- power by group --
group          internal (mW)  switching [mW]
clock                 0.0923          0.0622
sequential             0.105         0.00425
combinational         0.0906          0.0791
-- per-stage QoR --
step	TNS, ps	worst slack (ps)	instance area, µm²	hold slack [ps]
after floorplan	-1770	-525	413	511
after global placement	-5000	-991	664	624
after detailed placement	-5040	-1020	664	634
after CTS	-2510	-423	722	618
after global routing	-2480	-386	727	672
final	-2220	-369	727	617
-- cell usage in the layout (no fill, tap or decap), types with 2 or more instances in the layout --
master and count:
buf_2 5, buf_4 11, buf_6 2, clkbuf_4 3, clkdlybuf4s50_1 5, dfxtp_2 3, ha_1 2, inv_1 9
nand2_1 5, nand3_1 3, nor2_1 3, nor3b_1 2, o21ai_0 2
-- kinds of logic (layout without fill, tap and decap cells) --
group | count (synthesis) | in the layout | share of synthesized area (%)
simple gates | 19 | 19 | 27.7
buf+inv | 9 | 38 | 10.7
mux | 2 | 2 | 5.18
compound gates | 15 | 15 | 30.8
flops | 4 | 4 | 19.5
fa+ha+maj | 2 | 2 | 6.10
No activity file was given, so power comes from the tool's default toggle rates.
