`flow/design.v`:
```
module lab2_2(clk, rst_n, en, dir, gray, cout); 
	input clk, rst_n, en, dir; 
	output [7:0] gray;
	output cout;
    wire c1, c2;
	GRAY2 b1(clk, rst_n, en, dir, gray[3:0], c1);
    GRAY2 b2(clk, rst_n, c1, dir, gray[7:4], c2);
	and a1(cout, c1, c2);
endmodule
module GRAY(in, en, dir, gray, cout);
	input en, dir;
	input [3:0]in;
	output wire [3:0]gray;
	output cout;
	wire [3:0]Din;
	reg [3:0]Dout;
	reg cout;
	change_b c1(in, Din);
	always@(*)begin
        Dout = 4'b0000;
        if (en == 1'b0)
            Dout = Din;
        else if (en == 1'b1) begin
            if (dir == 1'b1) begin
                if (Din < 4'b1111)
                    Dout = Din+4'b0001;
            end else begin
                if (Din > 4'b0000)
                    Dout = Din-4'b0001;
                else if (Din == 4'b0000)
                    Dout = 4'b1111;
            end
        end
    end
	always@(*)begin
       cout = 1'b0;
       if (en == 1'b1)begin
           if (dir == 1'b1 && Din == 4'b1111)
               cout = 1'b1;
           else if (dir == 1'b0 && Din == 4'b0000)
               cout = 1'b1;
       end
    end
    change_g c2(Dout, gray);
endmodule
module GRAY2(clk, rst_n, en, dir, gray, cout);
    	input  clk,rst_n ,en,dir;
        output reg [3:0]gray;
        output cout;
        wire     [3:0] out;
        GRAY g0(gray, en, dir, out, cout);
        always @(negedge rst_n or negedge clk) begin
            if (!rst_n) begin
                gray <= 4'b0;
            end else begin
                gray <= out;
            end    
        end
endmodule
module change_g(in, out);
    input [3:0]in;
    output reg [3:0]out;
    always@(*)begin
        case(in)
            4,5,6,7,8,9,10,11: out[2] = 1'b1 ;
            default: out[2] = 1'b0 ;     
        endcase
        case(in)     
            2,3,4,5,10,11,12,13: out[1] = 1'b1;
            default: out[1] = 1'b0;
        endcase
        case(in)
            1,2,5,6,9,10,13,14 : out[0] = 1'b1;
            default: out[0] = 1'b0;
        endcase
        out[3] = in[3];
    end
endmodule
module change_b(in, out);
    input [3:0]in;
    output [3:0]out;
    wire t1, t2, t3;
    assign out[3]=in[3];
    xor x1(t1, out[3], in[2]);
    assign out[2]=t1;
    xor x2(t2, out[2], in[1]);
    assign out[1]=t2;
    xor x3(t3, out[1], in[0]);
    assign out[0]=t3;
endmodule    
```
`flow/run.sh`:
```
#!/bin/bash
# OpenROAD 26Q1-2900-gdf79404cd8, Yosys 0.63+post, stock flow scripts
make -C /OpenROAD-flow-scripts/flow DESIGN_CONFIG=/design/flow/config.mk WORK_HOME=/design/flow/orfs finish
```
`flow/config.mk`:
```
export PLATFORM = sky130hd
export DESIGN_NAME = lab2_2
export DESIGN_NICKNAME = lab2_2
export VERILOG_FILES = /design/flow/design.v
export SDC_FILE = /design/flow/constraint.sdc
export NUM_CORES = 4
export LEC_CHECK = 1
export CORE_AREA = 10 10 70 70
export DIE_AREA = 0 0 80 80
```
`flow/constraint.sdc`:
```
current_design lab2_2

set clk_period 2.2
set clk_io_pct 0.2

create_clock -name clk0 -period $clk_period [get_ports {clk}]

set non_clock_inputs [all_inputs -no_clocks]
set_input_delay [expr $clk_period * $clk_io_pct] -clock clk0 $non_clock_inputs
set_output_delay [expr $clk_period * $clk_io_pct] -clock clk0 [all_outputs]
```
==> CHANGELOG.md <==
### Implementation results

* I/O pin count at 13
* DRC Markers at 0
* CP max stage cell: dfrtn_1
* Die W at 80 um
* OpenROAD warning count at 32
* CP dominant cell by count: ha_4
* Synth flops at 8
* R2R setup slack at -200 ps
* Ao+oa area frac at 21.3%
* Synth mux share at 1.45%
* Initial antenna violation count at 0
* Pins Over Slew Limit at 0
* Clock Tree Root: clkbuf_4
* WP data required at 1760 ps
* YS warnings at 3
* Worst min path class: reg2reg
* Synthesis area per yosys at 774 um2
* Post-Route WL at 2.44 mm
* Crit path buf inv count at 2
* Seq share, synth at 25.8%
* N_diodes at 0
* Top logic family: AND-OR/OR-AND gates
* DPL Wire Length at 1.71 mm
* Crit end category: primary output
* Failing checks: setup timing
* DR WL/cell at 12.5 um
* Inst Count DP at 176
* Cell count after synthesis at 90
* CP top delay family: adder cells
* Clock skew at 2.79 ps
* Endpoints failing hold at 0
* Adder-cell share of the synthesized area at 16.2%
* Vias per Instance at 4.44
* Total track usage at 7.60%
* Die Y at 80 um
* Critical path startpoint: b1.gray[3]$_DFF_NN0_
* WS Path Type: reg2out
* FP Util at 22.7%
* Least-Margin Pin Slew at 364 ps
* Max-cap violations at 0
* Pre-antenna DRT Iters at 4
* # Cells Yosys at 90
* Simple share at 17.1%
* DRT iter0 DRCs at 12
* Area Growth Syn to Fin at 100%
* Startpoint type of the worst setup path: flip-flop
* Via count at 870
* First-pass GRT wire length at 4.13 mm
* Area of the die at 6400 um2
* DRT antenna net count at 0
* CP Depth at 8
* Layout cells sized above 1 at 59.3%
* Top cell excl fill/tap: buf_4
* RSZ-0062 raised after global routing: true
* Synthesized cell area at 774 um2
* FF-to-FF Start: b2.gray[2]$_DFF_NN0_
* Placed Area at 1230 um2
* Rel. slew slack at 75.6%
* Cell Type Count at 33
* Core area at 3420 um2
* TritonCTS clock tree: done
* CTS HTree Levels at 1
* Largest net degree at the start of global routing at 9
* Most frequent cells in the layout: 31 x buf_4, 20 x buf_6, 9 x inv_1
* Worst stage delay on the critical path at 430 ps
* Crit Path Max Fanout at 3
* Late-Pin Clk Latency at 250 ps
* Crit path DAT at 3050 ps
* Final setup violation count at 17
* Num rows at 21
* Cells on worst reg2reg path at 10
* Outcome: complete, but fails checks
* CP Cell Sequence: inv_2 > ha_4 > ha_4 > ha_4 > and3b_2 > o21ai_4 > a21oi_2 > buf_2
* TritonCTS Buffers at 3
* Clock sinks at 8
* IO buf count at 12
* Non-filler cells, final at 196
* Clock slew at reported path FFs at 40 ps
* Xor/xnor share at 11.3%
* GRT overflow at 0
* Vias in the first global route at 892
* R2R Path End: b2.gray[2]$_DFF_NN0_
* Crit path capture: cout
* Design Area, Final at 1550 um2
* Final setup margin at -1290 ps
* GP Congestion at 0.898
* Syn Area/Cell at 8.61 um2
* Hold_sp: b1.gray[3]$_DFF_NN0_
* CTS Buffer Depth at 2
synth_stat cells, drive strengths merged:
master / instances / area [um2]
mux2: 1 / 11.3
a2111o: 1 / 11.3
a21o: 1 / 8.76
ha: 10 / 125
xnor2: 7 / 61.3
nand3: 1 / 5.00
or2b: 1 / 7.51
dfrtn: 8 / 200
nor2b: 2 / 12.5
and3b: 1 / 8.76
a32oi: 2 / 17.5
nor3b: 1 / 7.51
xor2: 3 / 26.3
nand3b: 1 / 7.51
o21ai: 5 / 28.8
a31oi: 2 / 12.5
buf: 1 / 7.51
inv: 12 / 45.0
and3: 1 / 11.3
o22ai: 2 / 18.8
o21a: 2 / 15.0
nor2: 5 / 18.8
a21oi: 9 / 45.0
a21boi: 1 / 7.51
nand4: 1 / 6.26
nor3: 1 / 5.00
and4b: 1 / 10.0
nand2b: 1 / 6.26
nand2: 5 / 18.8
and2b: 1 / 7.51
metal layers:
layer  track usage, %  share of wire [%]  up-vias
li1                 -                  -      440
met1             11.0                 49      418
met2             12.1                 47       10
met3            0.909                3.4        2
met4            0.880               0.33        0
met5                0                  0        -
kinds of logic after synthesis:
kind of cell	after synthesis
buf+inv	13
fa+ha+maj	10
mux	1
simple gates	23
compound gates	25
flops	8
xor+xnor	10
tightest hold or removal path, delay by kind of cell, from the launching register on:
family / cells / cell delay [ps]
flops: 1 / 430
buf+inv: 1 / 140
compound gates: 1 / 140
layout make-up:
type,instances,area (um2)
repair buffers,58,523
fillers,300,1860
inverters,12,45.0
multi-input cells,69,704
clock buffers,3,22.5
well taps,46,57.6
flip-flops and latches,8,200
state kept, by name (all words and copies together) (netlist names):
| signal | count |
|---|---|
| b1.gray | 4 |
| b2.gray | 4 |
repair_timing:
| item | in CTS | in global routing |
|---|---|---|
| cloned | 0 | 0 |
| pin swaps | 20 | 16 |
| endpoints found under the setup margin | 17 | 17 |
| setup buffers | 16 | 7 |
| gates resized | 69 | 11 |
| hold buffers | 0 | 0 |
worst min path at each step:
stage         depth (start not counted)                    to  slack [ps]
CTS                                   2  b1.gray[3]$_DFF_NN0_         620
global route                          2  b1.gray[3]$_DFF_NN0_         660
finish                                2  b1.gray[3]$_DFF_NN0_         630
metrics by stage:
| stage | hold WS, ps | util, % | setup TNS (ps) | setup slack (ps) |
|---|---|---|---|---|
| after floorplan | 518 | - | -2590 | -978 |
| after global placement | 608 | 36.2 | -11340 | -1360 |
| final | 634 | 45.5 | -5780 | -1290 |
| after CTS | 617 | 43.9 | -5320 | -1290 |
| after global routing | 656 | 45.5 | -6490 | -1350 |
| after detailed placement | 622 | 36.2 | -11410 | -1410 |
